`config.mk`:
```
export PLATFORM = sky130hd
export DESIGN_NAME = multiplier
export DESIGN_NICKNAME = multiplier
export VERILOG_FILES = /design/flow/design.v
export SDC_FILE = /design/flow/constraint.sdc
export NUM_CORES = 4
export LEC_CHECK = 1
export CORE_UTILIZATION = 50
```
`constraint.sdc`:
```
current_design multiplier

set clk_period 71.5
set clk_io_pct 0.2

create_clock -name clk0 -period $clk_period [get_ports {clock}]

set non_clock_inputs [all_inputs -no_clocks]
set_input_delay [expr $clk_period * $clk_io_pct] -clock clk0 $non_clock_inputs
set_output_delay [expr $clk_period * $clk_io_pct] -clock clk0 [all_outputs]
```
`design.v`:
```
module multiplier(
  input          clock,
  input          reset,
  input  [52:0]  io_a_in,
  input  [52:0]  io_b_in,
  output [105:0] io_prod_out
);
  reg [52:0] a_in_reg;  
  reg [52:0] b_in_reg;  
  wire  seqMulA_2 = a_in_reg[52];  
  wire [1:0] seqMulB_3 = b_in_reg[52:51];  
  wire [42:0] _T_7 = a_in_reg[25:0] * b_in_reg[16:0];  
  wire [42:0] _T_8 = a_in_reg[25:0] * b_in_reg[33:17];  
  wire [42:0] _T_9 = a_in_reg[25:0] * b_in_reg[50:34];  
  wire [27:0] _T_10 = a_in_reg[25:0] * seqMulB_3;  
  wire [42:0] _T_11 = a_in_reg[51:26] * b_in_reg[16:0];  
  wire [42:0] _T_12 = a_in_reg[51:26] * b_in_reg[33:17];  
  wire [42:0] _T_13 = a_in_reg[51:26] * b_in_reg[50:34];  
  wire [27:0] _T_14 = a_in_reg[51:26] * seqMulB_3;  
  wire [17:0] _T_15 = seqMulA_2 * b_in_reg[16:0];  
  wire [17:0] _T_16 = seqMulA_2 * b_in_reg[33:17];  
  wire [17:0] _T_17 = seqMulA_2 * b_in_reg[50:34];  
  wire [2:0] _T_18 = seqMulA_2 * seqMulB_3;  
  wire [42:0] _GEN_1 = {{17'd0}, _T_7[42:17]};  
  wire [43:0] _T_20 = _GEN_1 + _T_8;  
  wire [60:0] _T_22 = {_T_20,_T_7[16:0]};  
  wire [42:0] _GEN_2 = {{16'd0}, _T_22[60:34]};  
  wire [43:0] _T_24 = _GEN_2 + _T_9;  
  wire [77:0] _T_26 = {_T_24,_T_22[33:0]};  
  wire [27:0] _GEN_3 = {{1'd0}, _T_26[77:51]};  
  wire [28:0] _T_28 = _GEN_3 + _T_10;  
  wire [79:0] _T_30 = {_T_28,_T_26[50:0]};  
  wire [42:0] _GEN_4 = {{17'd0}, _T_11[42:17]};  
  wire [43:0] _T_32 = _GEN_4 + _T_12;  
  wire [60:0] _T_34 = {_T_32,_T_11[16:0]};  
  wire [42:0] _GEN_5 = {{16'd0}, _T_34[60:34]};  
  wire [43:0] _T_36 = _GEN_5 + _T_13;  
  wire [77:0] _T_38 = {_T_36,_T_34[33:0]};  
  wire [27:0] _GEN_6 = {{1'd0}, _T_38[77:51]};  
  wire [28:0] _T_40 = _GEN_6 + _T_14;  
  wire [79:0] _T_42 = {_T_40,_T_38[50:0]};  
  wire [17:0] _GEN_7 = {{17'd0}, _T_15[17]};  
  wire [18:0] _T_44 = _GEN_7 + _T_16;  
  wire [35:0] _T_46 = {_T_44,_T_15[16:0]};  
  wire [17:0] _GEN_8 = {{16'd0}, _T_46[35:34]};  
  wire [18:0] _T_48 = _GEN_8 + _T_17;  
  wire [52:0] _T_50 = {_T_48,_T_46[33:0]};  
  wire [2:0] _GEN_9 = {{1'd0}, _T_50[52:51]};  
  wire [3:0] _T_52 = _GEN_9 + _T_18;  
  wire [54:0] _T_54 = {_T_52,_T_50[50:0]};  
  wire [79:0] _GEN_10 = {{26'd0}, _T_30[79:26]};  
  wire [80:0] _T_56 = _GEN_10 + _T_42;  
  wire [106:0] _T_58 = {_T_56,_T_30[25:0]};  
  wire [55:0] _T_60 = _T_58[106:52] + _T_54;  
  reg [107:0] prod;  
  assign io_prod_out = prod[105:0];  
  always @(posedge clock) begin
    a_in_reg <= io_a_in;  
    b_in_reg <= io_b_in;  
    prod <= {_T_60,_T_58[51:0]};  
  end
endmodule
```
`run.sh`:
```
#!/bin/bash
# OpenROAD 26Q1-2900-gdf79404cd8, Yosys 0.63+post, stock flow scripts
make -C /OpenROAD-flow-scripts/flow DESIGN_CONFIG=/design/flow/config.mk WORK_HOME=/design/flow/orfs finish
```
==> flow_summary.yaml <==
# generated from flow reports
die:
  fp.dieH_um: 452
  chipArea_um2: 205000
  floorplan.core_util: 0.505
  core-area_um2: 201000
  std_cell_rows: 164
  boundaryPins: 214
  die_w_um: 452
critical_path:
  criticalPathCategory: "reg -> reg"
  worst-endpoint-arrival_ps: 27430
  critPathRequiredTime_ps: 72070
  type_of_element_launching_the_critical_path: "flop"
  cpMaxStageDelayCell: "sky130_fd_sc_hd__a2111oi_0"
  critical_path.max_stage_delay_ps: 780
  critical_path.max_fanout: 27
  critical_path.endpoint_type: "flop"
  critPathMostFrequentCell: "sky130_fd_sc_hd__fa_1"
logic_synthesis:
  synth_area_per_cell_um2: 8.62
  synth-cells-yosys: 11800
  dominantRegCellSynth: "sky130_fd_sc_hd__dfxtp_1"
  synth.area.top_cells: "sky130_fd_sc_hd__fa_1, sky130_fd_sc_hd__ha_1, sky130_fd_sc_hd__inv_1, sky130_fd_sc_hd__nand2_1, sky130_fd_sc_hd__and2_1"
  synthDominantAreaCellType: "sky130_fd_sc_hd__fa_1"
  synth_largest_type_area_fraction: 0.458
  syn-instance-count: 11800
  ys_async_sr_fraction: 0
  yosys_warnings: 1
  ys_seq_share: 0.0419
  ys_ff: 212
  syn_area_um2: 101000
  enable_flop_cells: 0
  netlist-cell-type-count: 93
  yosys-stat-area_um2: 101000
cells_and_area:
  flip_flop_count_of_the_largest_register_all_copies_and_words_added: 106
  layout.cell_area.non_filler_um2: 107000
  drive_gt1_frac: 0.0338
  finalCoreUtilization: 0.533
  flow.area_growth_from_synthesis_pct: 5.44
global_route:
  overflow: 0
  number_of_global_route_vias_before_repair: 79800
  largest_net_degree_at_the_start_of_global_routing: 54
  global_route_usage_over_all_layers: 0.315
  grt_first_pass_wirelength_mm: 458
  antenna_found_initial: 22
run_status:
  status: "complete, no violations"
final_timing:
  max_freq_mhz: 37.2
  period_minus_slack_ps: 26860
  final_hold_slack_ps: 761
  finClkSkew_ps: 28.9
  finalSetupViolCount: 0
  min_period_over_period: 0.376
  fin_tns_setup_ps: 0
  max_slew_margin: 0.327
  report.final.hold_viol_count: 0
  setup_repair_after_global_routing_missed_its_margin: "false"
  slew_viol_final: 0
  worst-slew-pin-transition_ps: 1010
placed_design:
  global_placement_routability_congestion: 0.999
  place.detailed.hpwl_mm: 227
  placedInstanceArea_um2: 106000
  io_buffers: 212
cts:
  cts_hold_buffers: 0
  clock_path_buffers: 3
  clkSlewWorstSetupHoldPaths_ps: 60
  cts.htree.levels: 2
  post-cts-setup-buffer-count: 0
  tritoncts_clock_tree: "done"
  cts_resized: 0
  tritoncts.num_buffers: 35
  insertion_delay_ps: 670
  clock_tree.root_cell: "sky130_fd_sc_hd__clkbuf_16"
  cts.sinks: 212
route:
  num_vias: 76200
  antenna_violating_nets_post_route: 0
  route.final.wire_length_mm: 290
  drcViolationCount: 0
  post_drt_via_cell_ratio: 5.36
  first_pass_iteration_count_of_the_detailed_router: 8
  drt_iter0_drc: 3589
  wl_per_cell_um: 20.4
run:
  openroad.warnings: 39
  drv.max_cap_violation_count: 0
hold_path:
  worst_hold_path_type: "reg -> reg"
[critical path, delay by kind of cell (launching register included)]
kind,cells,cell delay [ps]
xor+xnor,5,1070
flops,1,310
buf+inv,13,1620
fa+ha+maj,23,10670
compound gates,33,9380
simple gates,16,3650
[metrics by stage]
step           setup WS [ps]  std cells
2_1_floorplan          48820      11800
3_3_place_gp           44840      14100
3_5_place_dp           44760      14100
4_1_cts                44610      14200
5_1_grt                42970      14200
6_report               44640      14200
[synthesized netlist by cell type (56+ instances only)]
master	number
sky130_fd_sc_hd__inv_1	2543
sky130_fd_sc_hd__fa_1	2318
sky130_fd_sc_hd__nand2_1	2115
sky130_fd_sc_hd__and2_1	893
sky130_fd_sc_hd__ha_1	888
sky130_fd_sc_hd__clkbuf_1	673
sky130_fd_sc_hd__a21oi_1	340
sky130_fd_sc_hd__xnor2_1	238
sky130_fd_sc_hd__a21o_1	234
sky130_fd_sc_hd__dfxtp_1	212
sky130_fd_sc_hd__nor2_1	203
sky130_fd_sc_hd__o21ai_0	175
sky130_fd_sc_hd__xor2_1	147
sky130_fd_sc_hd__nand3_1	79
sky130_fd_sc_hd__nor3_1	56
[cells by family after synthesis]
kind of cell,Yosys count,share of synthesized area
buf+inv,3225,0.120
mux,2,0.000210
fa+ha+maj,3206,0.567
xor+xnor,385,0.0333
simple gates,3610,0.165
compound gates,1126,0.0726
flops,212,0.0419
[layer usage]
metal	track usage	vias to the layer above	share of wire
met1	0.433	38400	0.38
met2	0.481	2909	0.47
met3	0.125	405	0.10
met5	0	-	0.00016
met4	0.0971	8	0.041
li1	-	34500	-
[layout make-up]
cell class              instances  area, um2
fillers                     18100      93800
multi-input cells            8329      85000
inverters                    2543       9550
flip-flops and latches        212       4370
repair buffers                385       3420
well taps                    2656       3320
clock buffers                  38        897
clock inverters                25        270
diodes                         27       67.6
[final timing paths]
check	depth (start not counted)	slack (ps)	end	start
max	90	44640	prod[105]$_DFF_P_	b_in_reg[2]$_DFF_P_
min reg2reg	2	760	prod[17]$_DFF_P_	b_in_reg[17]$_DFF_P_
min	2	760	prod[17]$_DFF_P_	b_in_reg[17]$_DFF_P_
max reg2reg	90	44640	prod[105]$_DFF_P_	b_in_reg[2]$_DFF_P_
[placed cells by master, fill, tap and decap left out, drive strengths merged, types with 47 or more instances in the layout]
master         Yosys  final
ha               888    888
o21a              49     49
o21ai            182    182
nor3              57     57
fa              2318   2318
nand2b            56     56
inv             2543   2555
o21bai            47     47
xor2             147    147
and2             896    896
nor2             204    204
nand3             79     79
nand2           2115   2115
dfxtp            212    212
a21oi            341    341
clkdlybuf4s50      0    212
buf                9    173
a21o             234    234
xnor2            238    238
